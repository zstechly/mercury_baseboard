File: design/flow/run.sh
#!/bin/bash
# OpenROAD 26Q1-2900-gdf79404cd8, Yosys 0.63+post, stock flow scripts
make -C /OpenROAD-flow-scripts/flow DESIGN_CONFIG=/design/flow/config.mk WORK_HOME=/design/flow/orfs finish
File: design/flow/config.mk
export PLATFORM = sky130hd
export DESIGN_NAME = vga_sync
export DESIGN_NICKNAME = vga_sync
export VERILOG_FILES = /design/flow/design.v
export SDC_FILE = /design/flow/constraint.sdc
export NUM_CORES = 4
export LEC_CHECK = 1
export CORE_AREA = 10 10 94 94
export DIE_AREA = 0 0 104 104
File: design/flow/constraint.sdc
current_design vga_sync

set clk_period 2.9
set clk_io_pct 0.2

create_clock -name clk0 -period $clk_period [get_ports {app_clk}]

set non_clock_inputs [all_inputs -no_clocks]
set_input_delay [expr $clk_period * $clk_io_pct] -clock clk0 $non_clock_inputs
set_output_delay [expr $clk_period * $clk_io_pct] -clock clk0 [all_outputs]
File: design/flow/design.v
module vga_sync
(
   input   wire          app_clk,
   input   wire          app_arst_n,
   input   wire          red_in,
   output  wire          vsync,
   output  wire          hsync,
   output  wire [02:00]  red,
   output  wire [02:00]  green,
   output  wire [01:00]  blue
);
reg  [02:00]  red_r, green_r;
reg  [01:00]  blue_r;
reg  [09:00]  row_cnt_r;
reg  [09:00]  col_cnt_r;
always @(posedge app_clk or negedge app_arst_n) begin
  if (~app_arst_n) begin
     red_r     <= 'b0; 
     green_r   <= 'b0;
     blue_r    <= 'b0;
     row_cnt_r <= 'b0;
     col_cnt_r <= 'b0;
  end else begin
     if (col_cnt_r == 10'd799) begin
         col_cnt_r   <= 'b0;
         if (row_cnt_r == 10'd520) begin
            row_cnt_r    <= 'b0;
         end else begin
            row_cnt_r    <= row_cnt_r + 1;
         end
     end else begin
         col_cnt_r   <= col_cnt_r + 1;
     end
     red_r     <= {red_in,red_in,red_in};
     green_r   <= {row_cnt_r[0],row_cnt_r[0],row_cnt_r[0]};
     blue_r    <= {col_cnt_r[0],col_cnt_r[0]};
  end
end
assign vsync   = ~(row_cnt_r < 10'd2);
assign hsync   = ~(col_cnt_r < 10'd96);
assign red     = red_r;
assign green   = green_r;
assign blue    = blue_r;
endmodule
==> flow_metrics.py <==
# Metrics from the implementation run
metrics = {
    "outcome": {
        "outcome": "finished clean",
    },
    "synthesis": {
        "ys_sh_mux_pct": 0,
        "ys_sh_aoi_pct": 5.21,
        "ys_area_um2": 1080,
        "fa_ha_area_share_pct": 3.47,
        "syn-cell-area_um2": 1080,
        "synth_cell_types": 25,
        "synthTopLogicFamily": "simple AND/OR/NAND/NOR gates",
        "ys_cells": 102,
        "async_flop_share_pct": 100,
        "syn_inst": 102,
        "ys_seq_elements": 23,
        "ys_sh_simple_pct": 22.2,
        "synthXorXnorAreaFrac_pct": 10.5,
        "ys_seq_share_pct": 53.2,
        "syn_avg_cell_area_um2": 10.6,
        "synth-edff-count": 0,
        "yosys_warnings": 1,
        "flop_cell": "dfrtp_1",
    },
    "detailed_routing": {
        "vias": 754,
        "vias_per_cell": 3.61,
        "drc": 0,
        "finalWirelength_mm": 2.02,
        "routedWlPerCell_um": 9.67,
        "initialDrtViolationCount": 55,
        "antennaDiodeCount": 0,
        "dr.pass1.iters": 4,
        "drt.antenna.violating_nets": 0,
    },
    "global_routing": {
        "grtUsageTotal_pct": 3.65,
        "use_met3_pct": 0.815,
        "grt_pass1_wl_mm": 3.45,
        "grtUsageMet1_pct": 5.22,
        "grt_max_degree": 24,
        "antenna_found_initial": 0,
        "grtUsageMet2_pct": 5.32,
        "grt_overflow": 0,
        "top_usage_layer": "met2",
        "grt_pass1_vias": 746,
    },
    "critical_path": {
        "r2r_cells": 5,
        "cp.arrival_ns": 1.65,
        "cp.required_ns": 2.32,
        "path_class": "flip-flop to output pin",
        "r2r_setup_slack_ns": 0.85,
        "start_kind": "flip-flop",
        "reg2reg_to": "row_cnt_r[9]",
        "crit_start": "row_cnt_r[7]",
        "r2r-start": "col_cnt_r[0]",
        "end_kind": "output pin",
        "crit_fanout": 4,
    },
    "sta": {
        "final_max_slew_viol_count": 0,
        "fin_setup_tns_ns": 0,
        "min_period_ns": 2.23,
        "rsz0062_at_grt": "false",
        "timing.fmax_mhz": 449,
        "fin_crit_sh_pct": 76.8,
        "setup_viol": 0,
        "skew_ns": 0.00355,
        "relSlewSlack_pct": 61.1,
        "worst-slew-pin-transition_ns": 0.578,
        "hold_viol_final": 0,
    },
    "placed_design": {
        "place.gp.congestion": 0.783,
        "portBuffers": 12,
        "hpwlAfterDp_mm": 1.47,
    },
    "floorplan": {
        "core_area_um2": 6830,
        "rows": 30,
        "dieWidth_um": 104,
        "dieHeight_um": 104,
        "num_io_pins": 13,
        "fp_util_pct": 15.8,
        "die_area_um2": 10800,
    },
    "min_path": {
        "worstHoldPathCells": 0,
        "min-delay-start": "col_cnt_r[0]",
        "hold_end": "blue_r[0]",
        "hold_path_class": "flip-flop to flip-flop",
    },
    "clock_network": {
        "cts_buffers": 3,
        "cts_max_level": 1,
        "cts_sinks": 23,
        "clk_path_buf_depth": 2,
        "ctsHoldBuffers": 0,
        "cts.clk_slew.worst_paths_ns": 0.08,
        "clk_latency_ns": 0.26,
        "post_cts_resized": 0,
        "cts_root_buffer": "clkbuf_8",
        "postCtsSetupBuffers": 0,
        "cts_tree": "yes",
    },
    "final_layout": {
        "drive_gt1_share_pct": 5.31,
        "logic_area_um2": 448,
        "regArea_um2": 576,
        "fill_cells": 759,
        "final_core_util_pct": 19.6,
        "area_growth_pct": 23.6,
    },
    "power": {
        "worst_ir_drop_vdd_v": 0.0000947,
        "leakage_nw": 0.567,
        "p_per_area_nw_per_um2": 397,
    },
    "flow_run": {
        "log.warning_count": 26,
        "maxCapViolCount": 0,
    },
}
-- sequential cells by signal, summed over array words and instances, names as in the netlist --
register	count
blue_r	1
red_r	1
green_r	1
row_cnt_r	10
col_cnt_r	10
-- metrics by stage --
stage	hold WS [ns]	total power [mW]	setup slack [ns]	std cells	cell area [µm²]
global route	0.480	0.554	0.548	209	1340
floorplan	0.284	0.329	0.998	102	1080
global placement	0.428	0.342	0.946	205	1290
CTS	0.463	0.542	0.651	209	1340
finish	0.457	0.531	0.673	209	1340
detailed placement	0.436	0.342	0.881	205	1290
-- where the power goes --
part	internal (mW)	switching, mW	total [mW]
sequential	0.321	0.000434	0.321
clock	0.0958	0.101	0.196
combinational	0.00658	0.00655	0.0131
total	0.423	0.108	0.531
-- how the worst max path moves through the flow --
stage	end	slack, ns	depth (start not counted)
after CTS	vsync	0.65	3
after global routing	vsync	0.55	3
final	vsync	0.67	3
-- synthesized netlist by cell type, types with 2 or more instances --
library cell | number | share of area, %
xnor2_1 | 8 | 6.5
and4_1 | 3 | 2.4
buf_4 | 5 | 3.5
dfrtp_1 | 23 | 53
nand3_1 | 11 | 5.1
nor4_1 | 2 | 1.2
xor2_1 | 5 | 4.1
ha_1 | 3 | 3.5
o21ai_0 | 5 | 2.3
and2_1 | 2 | 1.2
nor3_1 | 4 | 1.9
nand4_1 | 5 | 2.9
nand2_1 | 4 | 1.4
inv_1 | 3 | 1.0
nor2_1 | 8 | 2.8
and3_1 | 2 | 1.2
-- worst max-delay path, cell delays in order (launching register included) --
cell and delay (ns):
dfrtp_1 0.43, nor4_1 0.40, nand3_1 0.13, clkdlybuf4s50_1 0.43
-- routing by layer --
layer  vias to the layer above  wire [µm]
li1                        379          -
met1                       358       1050
met2                        15        832
met3                         2         78
met4                         0         63
met5                         -          0
-- cells in the final DEF, fill, tap and decap left out, types with 3 or more instances in the layout --
cell	synthesis	routed
nor2_1	8	8
clkbuf_8	0	3
and4_1	3	3
ha_1	3	3
clkdlybuf4s50_1	0	12
nand4_1	5	5
o21ai_0	5	5
dfrtp_1	23	23
xnor2_1	8	8
nand2_1	4	4
inv_1	3	3
nand3_1	11	11
xor2_1	5	5
nor3_1	4	4
-- kinds of logic after synthesis --
group                      count (synthesis)
xor gates and xnor gates                  13
DFF                                       23
buffers and inverters                     10
AOI/OAI and AO/OA                          9
and+or+nand+nor                           44
adders and majority gates                  3
-- layout make-up --
type / instances / share of cell area [%]
clock inverters: 1 / 0.375
repair buffers: 14 / 10.1
flip-flops and latches: 23 / 43.1
multi-input cells: 69 / 33.5
clock buffers: 3 / 3.09
well taps: 96 / 8.99
inverters: 3 / 0.843
Power is estimated from default activity; no workload was simulated.
