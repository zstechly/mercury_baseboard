==> /design/flow/design.v <==
module mercury_8seg 
(
     input   wire          app_clk,
     input   wire          app_arst_n,
     input   wire          enable, 
     input   wire [06:00]  A_TO_G0_in,
     input   wire [06:00]  A_TO_G1_in,
     input   wire [06:00]  A_TO_G2_in,
     input   wire [06:00]  A_TO_G3_in,
     input   wire [03:00]  DOTS_in,
     output  wire [06:00]  A_TO_G_out,
     output  wire          DOTS_out,
     output  wire [03:00]  AN_out     
);
reg [17:00] cnt_r;
reg [01:00] sel_r;
always @(posedge app_clk or negedge app_arst_n) begin
   if (~app_arst_n) begin
      cnt_r   <= 'b0;
      sel_r   <= 'b0;
   end else begin
      cnt_r   <= cnt_r + 1;
      sel_r   <= sel_r + &cnt_r;
   end
end
reg   enable_r;
always @(posedge app_clk or negedge app_arst_n) begin
  if (~app_arst_n) begin
      enable_r      <= 1'b0;
  end else begin
      enable_r      <= enable;
  end
end
reg  [06:00] A_TO_G_r;
reg          dots_out_r;
reg  [03:00] an_r;
always @(posedge app_clk or negedge app_arst_n) begin
   if (~app_arst_n) begin
      A_TO_G_r    <= 'b0;
      dots_out_r  <= 1'b0;
      an_r        <= 4'b1111;
   end else begin
    if (enable_r) begin
      case(sel_r)
         2'b00: begin
                 A_TO_G_r   <= A_TO_G0_in;
                 an_r       <= 4'b0111;
                 dots_out_r <= DOTS_in[0];
                end
         2'b01: begin
                 A_TO_G_r   <= A_TO_G1_in;
                 an_r       <= 4'b1011;
                 dots_out_r <= DOTS_in[1];
                end
         2'b10: begin
                 A_TO_G_r   <= A_TO_G2_in;
                 an_r       <= 4'b1101;
                 dots_out_r <= DOTS_in[2];
                end
       default: begin
                 A_TO_G_r   <= A_TO_G3_in;
                 an_r       <= 4'b1110;
                 dots_out_r <= DOTS_in[3];
                end
      endcase   
    end else begin
        A_TO_G_r   <= 'b0;
        an_r       <= 4'b1111;  
        dots_out_r <= 1'b1;
    end  
   end
end
assign A_TO_G_out  = A_TO_G_r;
assign DOTS_out    = dots_out_r;
assign AN_out      = an_r;
endmodule
==> /design/flow/run.sh <==
#!/bin/bash
# OpenROAD 26Q1-2900-gdf79404cd8, Yosys 0.63+post, stock flow scripts
make -C /OpenROAD-flow-scripts/flow DESIGN_CONFIG=/design/flow/config.mk WORK_HOME=/design/flow/orfs finish
==> /design/flow/config.mk <==
export PLATFORM = sky130hd
export DESIGN_NAME = mercury_8seg
export DESIGN_NICKNAME = mercury_8seg
export VERILOG_FILES = /design/flow/design.v
export SDC_FILE = /design/flow/constraint.sdc
export NUM_CORES = 4
export LEC_CHECK = 1
export CORE_AREA = 10 10 110 110
export DIE_AREA = 0 0 120 120
==> /design/flow/constraint.sdc <==
current_design mercury_8seg

set clk_period 5.0
set clk_io_pct 0.2

create_clock -name clk0 -period $clk_period [get_ports {app_clk}]

set non_clock_inputs [all_inputs -no_clocks]
set_input_delay [expr $clk_period * $clk_io_pct] -clock clk0 $non_clock_inputs
set_output_delay [expr $clk_period * $clk_io_pct] -clock clk0 [all_outputs]
==> flow_metrics.tcl <==
# metrics dict for downstream scripts
set metrics [dict create \
    vias_per_cell 3.42 \
    relSlewSlack_pct 52.0 \
    grt_pass1_vias 1049 \
    clkPwrFrac_pct 38.4 \
    power_uw 520 \
    p_sw_uw 101 \
    vdd_ir_drop_max_mv 0.0866 \
    ff_latch_area_um2 831 \
    initial_core_util_pct 15.1 \
    openroad.warnings 25 \
    critPathSlowestCell "dfstp_2" \
    ys_area_um2 1470 \
    place_area_um2 2090 \
    ys_cells 103 \
    yosysWarningCount 1 \
    drv_slew 0 \
    utilization_pct 22.3 \
    hold_viol 0 \
    whs_endpoint "cnt_r[17]$_DFF_PN0_" \
    synth_area_um2 1470 \
    cp_slowest_stage_delay_ns 0.51 \
    path_buffers 1 \
    synth.distinct_cells 26 \
    finalCritPeriodShare_pct 45.0 \
    drtIter0Drc 30 \
    hold_start "cnt_r[17]$_DFF_PN0_" \
    postSynthSeqShare_pct 56.5 \
    dpl.cell_count 280 \
    cp_top_family "flip-flops" \
    place_congestion 0.753 \
    rsz0062_at_grt "false" \
    crit_path_max_fanout 1 \
    synth.avg_cell_area_um2 14.3 \
    layout-drive-gt1-share_pct 17.4 \
    logic_area_um2 618 \
    layout_setup_ws_ns 2.75 \
    crit_path_end_kind "primary output" \
    final_area_um2 2180 \
    period_minus_slack_ns 2.25 \
    p_seq_share_pct 52.8 \
    clkTransAtPathRegs_ns 0.06 \
    wl_per_cell_um 12.1 \
    worstSetupPathType "flip-flop to primary output" \
    antenna_found_initial 0 \
    hold_depth 1 \
    worstRegToRegCells 6 \
    r2r_end "sel_r[1]$_DFF_PN0_" \
    r2r_start "cnt_r[0]$_DFF_PN0_" \
    drcViolationCount 0 \
    grt_max_degree 34 \
    grt_overflow 0 \
    dp_hpwl_um 2710 \
    cts_tree "built" \
    die_y_um 120 \
    syn_to_final_growth_pct 48.2 \
    hold_path.class "flip-flop to flip-flop" \
    crit_arrival_ns 1.25 \
    clock_sinks 33 \
    cts.path.max_buffers 2 \
    powerDensity_nw_per_um2 239 \
    nFillCells 1015 \
    h-tree-depth 2 \
    cts_hold_buf 0 \
    fmax_ghz 0.444 \
    grt_usage_pct 5.09 \
    required_ns 4.00 \
    holdWs_ns 0.465 \
    syn_inst 103 \
    max-cap-violations 0 \
    status "finished, final reports clean" \
    post_cts_resized 0 \
    post-cts-setup-buffers 0 \
    vias 986 \
    first_pass_iters 3 \
    reg2reg_slack_ns 3.28 \
    cts_made_buffers 5 \
    io_pins 47 \
    rows 36 \
    finalNonFillerCells 288 \
    crit_chain "clkdlybuf4s50_1" \
    place_ws_ns 2.82 \
    clk_latency_ns 0.28 \
    tightest_slew_ns 0.720 \
    grt_pass1_wl_um 5840 \
    diodes 0 \
    setup_viol 0 \
    antenna_left 0 \
    synth_flops 33 \
    swShare_pct 19.5 \
    power.internal_uw 419 \
    core-area_um2 9770 \
    cts-root-buf "clkbuf_8" \
    start_kind "flip-flop" \
    portBuffers 46 \
    dieWidth_um 120 \
    chip_area_um2 14400 \
    routed_wl_um 3480 \
    power_leakage_nw 0.909 \
    p_comb_share_pct 8.8 \
    setup_tns_ns 0 \
    finClkSkew_ns 0.00624 \
]
[state kept, by name, indices dropped and copies added, names as in the netlist]
| signal | flops |
|---|---|
| dots_out_r | 1 |
| A_TO_G_r | 7 |
| enable_r | 1 |
| an_r | 4 |
| sel_r | 2 |
| cnt_r | 18 |
[synthesized netlist by cell type]
cell type,count,share of area (%)
or3b_2,1,0.60
nor3_1,1,0.34
nor4_4,1,1.4
ha_1,2,1.7
clkbuf_1,1,0.25
xnor2_1,7,4.2
nand3_2,3,2.0
mux4_2,8,12
buf_4,1,0.51
nor2_1,5,1.3
nor3_2,1,0.68
dfrtp_1,29,49
nand2b_1,1,0.43
dfstp_2,4,7.1
nand3_1,3,1.0
inv_1,2,0.51
nand4_1,2,0.85
nand3b_1,2,1.0
xor2_1,10,6.0
nand4_4,1,1.4
nor4_2,1,0.85
nand2_1,6,1.5
and2_1,7,3.0
buf_1,1,0.25
and3_1,2,0.85
and4_1,1,0.60
[final cells by class]
type | instances | area share (%)
Multi-Input combinational cell | 65 | 28.3
Clock buffer | 8 | 4.13
Inverter | 2 | 0.344
Timing Repair Buffer | 47 | 21.5
Sequential cell | 33 | 38.1
Tap cell | 133 | 7.63
[metal layers]
layer  share of wire, %  track usage (%)  up-vias
li1                   -                -      460
met1                 47             7.25      486
met2                 42             7.19       32
met3                7.9             2.09        8
met4                2.2            0.905        0
met5                  0                0        -
[worst max path at each step]
stage,endpoint,startpoint,cells after the start
6_report,AN_out[0],an_r[0]$_DFF_PN1_,1
5_1_grt,AN_out[2],an_r[2]$_DFF_PN1_,1
4_1_cts,AN_out[3],an_r[3]$_DFF_PN1_,1
[cell families after synthesis]
logic type                 Yosys count  synth area share, %
DFF                                 33                 56.5
muxes                                8                 12.2
and+or+nand+nor                     38                 17.9
xor gates and xnor gates            17                 10.1
buffers and inverters                5                 1.53
adders and majority gates            2                 1.70
[cells in the final DEF (no fill, tap or decap)]
cell,netlist,routed
nor2_1,5,5
mux4_2,8,8
nand4_1,2,2
nand3_1,3,3
clkbuf_8,0,6
nor3_2,1,1
nor4_2,1,1
and2_1,7,7
nand3_2,3,3
ha_1,2,2
dfstp_2,4,4
and4_1,1,1
xnor2_1,7,7
clkbuf_1,1,2
or3b_2,1,1
inv_1,2,2
nor3_1,1,1
and3_1,2,2
buf_4,1,1
xor2_1,10,10
clkdlybuf4s50_1,0,46
nand2b_1,1,1
nand2_1,6,6
nand4_4,1,1
nor4_4,1,1
dfrtp_1,29,29
nand3b_1,2,2
[worst register-to-register path: stages (launching register included)]
cell,delay (ns)
dfrtp_1,0.39
ha_1,0.22
nand3_2,0.17
nor4_2,0.35
and3_1,0.22
ha_1,0.15
xor2_1,0.14
[power groups by stage]
stage	Clock (mW)	Sequential (mW)	Combinational, mW
final	0.200	0.275	0.0458
after global routing	0.224	0.275	0.0500
after CTS	0.210	0.275	0.0474
