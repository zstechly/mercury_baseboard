## ./config.mk

```make
export PLATFORM = sky130hd
export DESIGN_NAME = ps2_controller
export DESIGN_NICKNAME = ps2_controller
export VERILOG_FILES = /design/flow/design.v
export SDC_FILE = /design/flow/constraint.sdc
export NUM_CORES = 4
export LEC_CHECK = 1
export CORE_AREA = 10 10 105 105
export DIE_AREA = 0 0 115 115
```

## ./constraint.sdc

```tcl
current_design ps2_controller

set clk_period 3.7
set clk_io_pct 0.2

create_clock -name clk0 -period $clk_period [get_ports {app_clk}]

set non_clock_inputs [all_inputs -no_clocks]
set_input_delay [expr $clk_period * $clk_io_pct] -clock clk0 $non_clock_inputs
set_output_delay [expr $clk_period * $clk_io_pct] -clock clk0 [all_outputs]
```

## ./design.v

```verilog
module ps2_controller(
   input   wire         app_clk,
   input   wire         app_arst_n,
   input   wire         ps2_clk,
   input   wire         ps2_data,
   output  wire         data_ena,
   output  wire [07:00] data_out
);
reg          ps2_clk_dly_r, ps2_clk_dly2_r, ps2_clk_falling_edge_r;
reg [10:00]  data_in_r;
reg [03:00]  data_cnt_r;
reg [07:00]  data_out_r;
reg          data_ena_r;
always @(posedge app_clk or negedge app_arst_n) begin
   if (~app_arst_n) begin
      ps2_clk_dly_r           <= 1'b1;
      ps2_clk_dly2_r          <= 1'b1;
      ps2_clk_falling_edge_r  <= 1'b0;
   end else begin
      ps2_clk_dly_r           <= ps2_clk;
      ps2_clk_dly2_r          <= ps2_clk_dly_r;
      ps2_clk_falling_edge_r   <= ~ps2_clk_dly_r & ps2_clk_dly2_r;
   end 
end
always @(posedge app_clk or negedge app_arst_n) begin
  if (~app_arst_n) begin
      data_in_r    <= 'b0;
      data_cnt_r   <= 'b0;
      data_out_r   <= 'b0;
      data_ena_r   <= 'b0;
   end else begin
      if (ps2_clk_falling_edge_r) begin
          data_in_r[10:00] <= {ps2_data,data_in_r[10:1]};
          data_cnt_r       <= data_cnt_r + 1;
      end else begin
          if (data_cnt_r   == 4'd11) begin
             data_cnt_r    <= 'b0;
             data_out_r    <= data_in_r[8:1];
             data_ena_r    <= 1'b0;
          end else begin
             data_cnt_r    <= data_cnt_r;
             data_out_r    <= data_out_r;
             data_ena_r    <= 1'b0;
          end
      end          
  end
end
assign data_ena = data_ena_r; 
assign data_out = data_out_r;
endmodule
```

## ./run.sh

```bash
#!/bin/bash
# OpenROAD 26Q1-2900-gdf79404cd8, Yosys 0.63+post, stock flow scripts
make -C /OpenROAD-flow-scripts/flow DESIGN_CONFIG=/design/flow/config.mk WORK_HOME=/design/flow/orfs finish
```

==> job_summary.md <==
## Implementation flow summary

| Metric | Value |
|---|---|
| Port buffer count | 11 |
| Leakage | between 0.5 and 0.6 nW |
| Post-route ant nets | 0 |
| EDFF count, synth | 0 |
| Synthesized area | about 990 um2 |
| Final setup viols | 0 |
| Inserted Diodes | 0 |
| Worst Skew | about 0.0012 ns |
| Initial antenna violation count | 0 |
| Global-route congestion overflow total | 0 |
| DRT met1 WL | between 700 and 800 um |
| Yosys cell count | roughly 64 |
| Gp weighted congestion | between 0.6 and 0.7 |
| Sequential Power Share | between 50% and 60% |
| DP HPWL | between 1000 and 1500 um |
| Peak Freq | between 500 and 600 MHz |
| Inst Count DP | ~180 |
| Wire per inst | approximately 8.4 um |
| Dominant cell type by area after synthesis | dfrtp_1 |
| Int Pwr | roughly 0.53 mW |
| Met2 wire len | around 700 um |
| Largest net degree at the start of global routing | 26 |
| Met3 wire length | 90 um |
| Minimum clock period | ~1.9 ns |
| Crit path capture | data_out[0] |
| Final Hold Viols | 0 |
| Top cells, area | dfrtp_1 58%, mux2_2 17%, dfstp_2 5.3% |
| Synth Instances | 64 |
| CP cell instances | clkdlybuf4s50_1 |
| Pwr Density | 557 nW/um2 |
| Initial DRC count | 29 |
| Clk network pwr share | roughly 22% |
| Slew margin rel. | just over 50% |
| Clock buffer depth | 2 |
| Ys async rst share | roughly 100% |
| Top post-synthesis cells by count | 23 x dfrtp_1, 15 x mux2_2, 5 x nand2_1 |
| RSZ-0062 raised after global routing | false |
| First-pass GRT wire length | 2660 um |
| Row cnt | 34 |
| Critical path startpoint | data_out_r[0] |
| Full die area | 13200 um2 |
| Gate power share | about 20% |
| Core area | ~9000 um2 |
| Tool warnings | 25 |
| Clk sinks | 25 |
| Synth cell types | 18 |
| Routed WL | ~1500 um |
| Switch share | around 25% |
| Measured slew at the worst slew-check pin | about 0.74 ns |
| Global Route Usage Sum | 2.40% |
| Startpoint class of the critical path | register |
| Layout cells sized above 1 | 29.9% |
| Post-CTS resize count | 0 |
| Max_cap viols | 0 |
| CP required | 2.96 ns |
| R2R depth | 4 |
| Post-route DRC | 0 |
| Io pins | 13 |
| Most common cell in the netlist | dfrtp_1 |
| Crit Path Category | reg -> out |
| Outcome | finished, final reports clean |
| Setup slack, reg-to-reg | about 2.3 ns |
| Vias | 507 |
| FF-to-FF Start | data_cnt_r[0] |
| CTS Hold Bufs | 0 |
| Reg clk slew, reported paths | 0.08 ns |
| Die Wd | 115 um |
| Non-filler cells, final | approximately 190 |
| Ys Warns | 1 |
| CTS tree | built |
| Fin crit share | 50.1% |
| Slowest cell on the critical path | clkdlybuf4s50_1 |
| Layout area overhead | 27.8% |
| Critical path arrival | 1.12 ns |
| Synth Area per Inst | between 15 and 20 um2 |
| Die height | approximately 120 um |
| Max Used Layer | met3 |
| CTS H-tree lvls | 1 |
| Register Area | 628 um2 |
| Slew Limit Fails | 0 |
| Post-synth regs | 25 |
| Post-route setup TNS | 0 ns |
| Setup bufs post-CTS | 0 |
| CP Depth | 1 |
| Area of the multi-input gates | between 300 and 400 um2 |
| Drt pass-1 iters | 2 |
| Total CTS buffers | 3 |
| Most common reg cell | dfrtp_1 |
| Worst path top cell family by delay | buffers and inverters |
| Seq share, synth | between 60% and 70% |
| Vias in the first global route | approximately 500 |
| Synth top area share | 58.2% |
| Init Core Util | 11.3% |
| Worst-path maximum fanout | 2 |
| Fillers | 990 |
| CP Capture Type | output port |
| Via/cell ratio | about 2.7 |
| R2R Path End | data_out_r[5] |
| Switching power | around 0.18 mW |
| VDD IR max | roughly 0.00015 V |
| Worst skew pair latency | roughly 0.26 ns |
| Max stage delay on crit path | around 0.5 ns |
| CTS Root Cell | clkbuf_8 |
| Bufs and invs on worst path | 1 |
| Worst min-delay path class | reg -> reg |
| Yosys stat chip area | 988 um2 |
through the flow:
| stage | power (mW) | setup WS [ns] | area, um2 | hold slack [ns] | util [%] |
|---|---|---|---|---|---|
| 2_1_floorplan | 0.494 | 2.39 | 988 | 0.354 | - |
| 6_report | 0.704 | 1.84 | 1260 | 0.369 | 14.4 |
| 3_5_place_dp | 0.559 | 2.10 | 1220 | 0.358 | 13.9 |
| 4_1_cts | 0.719 | 1.80 | 1260 | 0.371 | 14.4 |
| 5_1_grt | 0.757 | 1.78 | 1260 | 0.381 | 14.4 |
| 3_3_place_gp | 0.555 | 2.10 | 1220 | 0.358 | 13.9 |
placed cells by master, fill, tap and decap left out:
cell type	n
o21ai_0	1
nor2b_1	1
ha_1	1
mux2_1	3
clkdlybuf4s50_1	11
clkbuf_8	3
nand2b_1	1
nor2_1	1
clkbuf_1	1
nand2_1	5
nor2_8	1
a21oi_1	1
nand3b_4	1
xnor2_1	1
conb_1	1
buf_4	1
mux2_2	15
dfstp_2	2
dfrtp_1	23
nand3_1	1
mux2i_1	2
layer usage:
| metal | track usage [%] | vias up |
|---|---|---|
| met5 | 0 | - |
| met4 | 0.248 | 0 |
| met3 | 0.949 | 0 |
| met2 | 3.08 | 8 |
| met1 | 3.77 | 255 |
| li1 | - | 244 |
how the worst min path moves through the flow:
stage,start,depth (start not counted),to,slack (ns)
4_1_cts,ps2_clk_dly_r,0,ps2_clk_dly2_r,0.37
5_1_grt,ps2_clk_dly_r,0,ps2_clk_dly2_r,0.38
6_report,ps2_clk_dly_r,0,ps2_clk_dly2_r,0.37
logic make-up after synthesis:
kind of cell / Yosys count / synth area share [%]
AOI/OAI and AO/OA: 2 / 1.01
adders and majority gates: 1 / 1.27
and+or+nand+nor: 11 / 8.10
muxes: 20 / 22.5
buffers and inverters: 3 / 2.28
xor gates and xnor gates: 1 / 0.886
DFF: 25 / 63.5
other: 1 / 0.379
power groups by stage:
| stage | registers (mW) | clock network, mW | logic [mW] |
|---|---|---|---|
| CTS | 0.414 | 0.164 | 0.141 |
| global route | 0.426 | 0.178 | 0.154 |
| finish | 0.412 | 0.155 | 0.137 |
cell type report:
| cell class | instances | share of cell area (%) |
|---|---|---|
| Timing Repair Buffer | 12 | 9.31 |
| Sequential cell | 25 | 49.7 |
| Multi-Input combinational cell | 36 | 26.7 |
| Clock buffer | 4 | 3.56 |
| Tap cell | 108 | 10.7 |
flip-flops by register name (all words and copies together) (netlist names):
signal / cells
data_cnt_r: 4
data_in_r: 10
data_out_r: 8
ps2_clk_dly2_r: 1
ps2_clk_dly_r: 1
ps2_clk_falling_edge_r: 1
Power is estimated from default activity; no workload was simulated.
